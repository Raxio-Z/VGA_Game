File: config.mk
export PLATFORM = sky130hd
export DESIGN_NAME = Divider
export DESIGN_NICKNAME = Divider
export VERILOG_FILES = /design/flow/design.v
export SDC_FILE = /design/flow/constraint.sdc
export NUM_CORES = 4
export LEC_CHECK = 1
export CORE_UTILIZATION = 30
export SYNTH_HDL_FRONTEND = slang
File: constraint.sdc
current_design Divider

set clk_period 5.2
set clk_io_pct 0.2

create_clock -name clk0 -period $clk_period [get_ports {I_CLK}]

set non_clock_inputs [all_inputs -no_clocks]
set_input_delay [expr $clk_period * $clk_io_pct] -clock clk0 $non_clock_inputs
set_output_delay [expr $clk_period * $clk_io_pct] -clock clk0 [all_outputs]
File: design.v
`timescale 1ns / 1ps
module Divider(
    input I_CLK,
    input rst,
    output reg O_CLK
    );
    parameter num=20;
    reg [32:0]half=num/2;
    reg [32:0]count=0;
    initial
    begin
    if(count==0)
    O_CLK=0;
    end
always @(posedge I_CLK)
begin
if(rst==1)
begin
O_CLK=0;
count=0;
end
else
begin
count=count+1;
if(count==num)
count=0;
if(count>=0&&count<half)
O_CLK=0;
else  
O_CLK=1;
end
end
endmodule
File: run.sh
#!/bin/bash
# OpenROAD 26Q1-2900-gdf79404cd8, Yosys 0.63+post, stock flow scripts
make -C /OpenROAD-flow-scripts/flow DESIGN_CONFIG=/design/flow/config.mk WORK_HOME=/design/flow/orfs finish
==> README.md <==
| Quantity | Reported | Unit |
| --- | --- | --- |
| Run status | complete, no violations | - |
| Library cell with the highest instance count after synthesis | sky130_fd_sc_hd__nor2_1 | - |
| Maximum clock skew at final layout | 0.004274 | ns |
| CTS clk-pin slew, worst paths | 0.07 | ns |
| Setup slack, reg-to-reg | 2.42 | ns |
| Std-Cell Core Area | 6832 | um^2 |
| HPWL after detailed placement | 3.062 | mm |
| Congestion Overflow GR | 0 | - |
| Critical path launch point type | flip-flop | - |
| Post-route antenna net violation count | 0 | - |
| Finished layout cell area | 2267 | um^2 |
| Share of flip-flops with an asynchronous set or reset | 0 | - |
| Count of TritonRoute iterations in the first routing pass | 4 | - |
| Actual slew at the worst max-slew pin | 0.6313 | ns |
| Logic area | 1336 | um^2 |
| FF+latch area | 680.7 | um^2 |
| Pin count of the biggest net entering global routing | 35 | - |
| Source of the worst hold timing path | count[0] | - |
| Insertion delay to the later sink of the worst-skew pair | 0.28 | ns |
| Length in cells of the worst reg-to-reg path | 8 | - |
| Die outline area | 7452 | um^2 |
| Layout cell share with drive strength beyond 1 | 0.07031 | - |
| Via count normalized by instance count | 5.028 | - |
| Worst Hold Path EP | count[0] | - |
| Overall routed net length | 4.421 | mm |
| Power Density | 212.8 | nW/um^2 |
| RSZ-0062 raised after global routing | no | - |
| Post_cts resized | 0 | - |
| DRC violation count after routing | 0 | - |
| Yosys cell count | 267 | - |
| Share of the synthesized area in the top cell type | 0.3191 | - |
| Average routed wire per standard cell | 12.56 | um |
| Cell type contributing the most total cell area after synthesis | sky130_fd_sc_hd__dfxtp_1 | - |
| Number of global-route vias before repair | 1538 | - |
| Critical path start-end classification | reg2reg | - |
| Most instantiated cells after synthesis | sky130_fd_sc_hd__nor2_1 (35), sky130_fd_sc_hd__dfxtp_1 (34), sky130_fd_sc_hd__nand2_1 (20), sky130_fd_sc_hd__xnor2_1 (20), sky130_fd_sc_hd__xor2_1 (17) | - |
| Number of core rows | 30 | - |
| Die Y | 86.33 | um |
| Vias | 1770 | - |
| Area Growth Syn to Fin | 6.275 | % |
| Synthesis area per yosys | 2133 | um^2 |
| Post-placement cell area | 2176 | um^2 |
| Maxcap violations | 0 | - |
| Critical Path RT | 5.36 | ns |
| Antenna violations before repair | 0 | - |
| GRT Resource Usage Total | 0.1275 | - |
| Most frequently used flop master after synthesis | sky130_fd_sc_hd__dfxtp_1 | - |
| Final setup violating endpoints | 0 | - |
| Die Wd | 86.33 | um |
| Number of library cell types mapped by synthesis | 47 | - |
| Number of storage elements in the synthesis netlist | 34 | - |
| Number of buffers added by the clock tree synthesis step | 5 | - |
| Count of mapped cells out of synthesis | 267 | - |
| Post-synthesis sequential area ratio | 0.3191 | - |
| Biggest area cells | sky130_fd_sc_hd__dfxtp_1 (32%), sky130_fd_sc_hd__xnor2_1 (8.2%), sky130_fd_sc_hd__xor2_1 (7.0%) | - |
| Clock sink total | 34 | - |
| Synthesized area per cell | 7.990 | um^2 |
| Number of flops mapped to enable cells by yosys | 0 | - |
| Maximum ir drop on the vdd rail | 132.0 | uV |
| Final tally of hold violations | 0 | - |
| Clock buffer depth | 2 | - |
| Number of top-level pins | 3 | - |
| Achievable frequency | 0.3603 | GHz |
| Number of setup buffers added after CTS | 0 | - |
| Headroom to the max-slew limit | 0.5752 | - |
| Hold Crit Depth | 1 | - |
| Final Wtd Congestion | 0.8570 | - |
| Endpoint of the most critical register-to-register path | count[2] | - |
| Leakage power | 0.7197 | nW |
| Fill count | 748 | - |
| Total of warnings raised by yosys | 0 | - |
| CTS Root Cell | sky130_fd_sc_hd__clkbuf_8 | - |
| Shortest period the worst path allows | 2.776 | ns |
| Maximum fanout count along the critical path | 8 | - |
| Port buffer count | 2 | - |
| Diode count | 0 | - |
| Type of the tightest min-delay check | reg2reg | - |
| CTS tree | built | - |
| Count of final max-slew check failures | 0 | - |
| Mapped cell area | 2133 | um^2 |
| Pre-placement core utilization | 0.3123 | - |
| Wire length of the first global-routing pass | 7.452 | mm |
| Hold-fix buffers at CTS | 0 | - |
| Final sum of negative setup slack | 0 | ns |
| Worst flop-to-flop path startpoint | count[0] | - |
| Final critical-path share of the clock period | 0.5338 | - |
| OpenROAD warning count | 25 | - |
| Maximum level of the CTS H-tree | 2 | - |
| Critical Path AT | 2.94 | ns |
| Drt first-iter violations | 138 | - |
| Endpoint type of the worst setup path | flip-flop | - |
==> flip-flops by register name (all words and copies together), names as in the netlist <==
signal  flops
count      33
O_CLK       1
==> layout by cell type, fill, tap and decap left out, drive strengths merged, types with 7 or more instances in the layout <==
cell / synthesis / layout
and3: 7 / 7
xnor2: 20 / 20
dfxtp: 34 / 34
nand4: 15 / 15
nand2: 20 / 20
nor4: 9 / 9
nor2: 35 / 35
or3: 9 / 9
nand3: 17 / 17
o21ai: 9 / 9
nor3: 11 / 11
clkbuf: 8 / 7
xor2: 17 / 17
==> layout make-up <==
cell class,count,area share
Clock inverter,1,0.002208
Clock buffer,7,0.03808
Inverter,3,0.004967
Multi-Input combinational cell,208,0.5894
Sequential cell,34,0.3002
Tap cell,96,0.05298
Timing Repair Buffer,3,0.01214
==> power breakdown <==
| group | switching (W) | total (W) | internal, W | leakage [nW] |
|---|---|---|---|---|
| clock network | 0.0000970 | 0.000204 | 0.000107 | 0.0482 |
| registers | 0.00000306 | 0.000265 | 0.000262 | 0.274 |
| logic | 0.00000826 | 0.0000133 | 0.00000501 | 0.397 |
| total | 0.000108 | 0.000483 | 0.000374 | 0.720 |
==> worst max-delay path, cell delays in order (launching register included) <==
cell,delay (ns)
sky130_fd_sc_hd__dfxtp_1,0.39
sky130_fd_sc_hd__ha_1,0.35
sky130_fd_sc_hd__and4_1,0.31
sky130_fd_sc_hd__nand3_2,0.14
sky130_fd_sc_hd__nor4_1,0.54
sky130_fd_sc_hd__mux2i_1,0.27
sky130_fd_sc_hd__nand4_1,0.19
sky130_fd_sc_hd__nor4_4,0.37
sky130_fd_sc_hd__nor3_1,0.09
==> cell families (layout without fill, tap and decap cells) <==
group	after synthesis	count (layout)	synth area share
and+or+nand+nor	140	140	0.3672
AOI/OAI and AO/OA	29	29	0.09678
muxes	1	1	0.004692
adders and majority gates	1	1	0.005864
xor gates and xnor gates	37	37	0.1519
buffers and inverters	25	14	0.05454
DFF	34	34	0.3191
==> through the flow <==
step | util | total power, W | hold WS, ns | worst slack [ns] | instances
2_1_floorplan | - | 0.0002813 | 0.4784 | 2.834 | 267
6_report | 0.3319 | 0.0004825 | 0.5104 | 2.424 | 352
3_5_place_dp | 0.3185 | 0.0002844 | 0.5041 | 2.458 | 344
4_1_cts | 0.3319 | 0.0004899 | 0.5170 | 2.431 | 352
5_1_grt | 0.3319 | 0.0005045 | 0.5331 | 2.159 | 352
3_3_place_gp | 0.3185 | 0.0002841 | 0.4935 | 2.590 | 344
==> routing by layer <==
layer	vias up	global-route usage	share of wire
met1	824	0.1965	0.52
met4	0	0.01515	0.015
met2	18	0.1941	0.44
li1	922	-	-
met3	6	0.02512	0.023
met5	-	0	0
==> how the worst max path moves through the flow <==
stage,startpoint,slack [ns],depth (start not counted),to
global route,count[0],2.16,8,count[2]
finish,count[0],2.42,8,count[2]
CTS,count[0],2.43,8,count[2]
Power is estimated from default activity; no workload was simulated.
